File: flow/run.sh
#!/bin/bash
# OpenROAD 26Q1-2900-gdf79404cd8, Yosys 0.63+post, stock flow scripts
make -C /OpenROAD-flow-scripts/flow DESIGN_CONFIG=/design/flow/config.mk WORK_HOME=/design/flow/orfs finish
File: flow/config.mk
export PLATFORM = sky130hd
export DESIGN_NAME = register_16bit
export DESIGN_NICKNAME = register_16bit
export VERILOG_FILES = /design/flow/design.v
export SDC_FILE = /design/flow/constraint.sdc
export NUM_CORES = 4
export LEC_CHECK = 1
export CORE_AREA = 10 10 87 87
export DIE_AREA = 0 0 97 97
File: flow/constraint.sdc
current_design register_16bit

set clk_period 1.0
set clk_io_pct 0.2

create_clock -name clk0 -period $clk_period [get_ports {clock}]

set non_clock_inputs [all_inputs -no_clocks]
set_input_delay [expr $clk_period * $clk_io_pct] -clock clk0 $non_clock_inputs
set_output_delay [expr $clk_period * $clk_io_pct] -clock clk0 [all_outputs]
File: flow/design.v
module register_16bit(
clock, 
reset,
setHigh, 
setLow,
halfValueIn, 
valueOut
);
    input clock;
    input reset;  
    input setHigh;  
    input setLow;
    input [7:0] halfValueIn;
    output reg [15:0] valueOut;  
    always @(posedge clock) begin
        if(~reset) begin  
        valueOut = 0;
        end else if(setHigh) begin
            valueOut[15:8] = halfValueIn;  
        end else if(setLow) begin
            valueOut[7:0] = halfValueIn;  
        end
    end  
endmodule
==> flow_summary.yaml <==
# synthesis and place-and-route metrics
sta:
  layout_setup_ws_ns: 0.04613
  rsz0062_at_grt: "no"
  skew_ns: 0
  drv_slew: 0
  final_hold_viol_count: 0
  fmax_ghz: 1.048
  period_used_share: 0.9539
  finalSetupViolCount: 0
  min_period_ns: 0.9539
  slew_headroom: 0.8724
  worst_pin_slew_ns: 0.1914
  hold_ws_ns: 0.4409
worst_setup_path:
  ff2ff_setup_slack_ns: 0.36
  arrival_ns: 0.75
  crit_chain: "clkdlybuf4s15_1"
  worst-path-buf-inv: 1
  end_kind: "output pin"
  crit_fanout: 2
  cp_num_cells: 1
  cp-startpoint: "valueOut[8]$_SDFFE_PN0P_"
  cp_slowest_cell: "dfxtp_2"
  r2r_start: "valueOut[0]$_SDFFE_PN0P_"
  crit_family: "flip-flops"
  start_kind: "flip-flop"
  crit_required_ns: 0.80
  reg2reg_to: "valueOut[0]$_SDFFE_PN0P_"
  max_stage_delay_ns: 0.33
  r2r_cells: 3
  crit_type: "flip-flop to output pin"
  critical_path.endpoint: "valueOut[8]"
min_path:
  min_path_type: "input pin to flip-flop"
  hold_depth: 4
synth:
  ys_cells: 61
  ys_types: 8
  ys_seq_frac: 0.5029
  synth-seq-cells: 16
  area_leaders: "dfxtp_1, mux2i_1, nand2_1"
  netlist_area_um2: 636.9
  top_area_frac: 0.5029
  yosysChipArea_um2: 636.9
  yosysTopAreaCell: "dfxtp_1"
  yosysWarnings: 1
  syn_avg_cell_area_um2: 10.44
  postSynthCellCount: 61
cts:
  path_clk_slew_ns: 0.06
  cts_tree: "built"
  h-tree-depth: 1
  clk_latency_ns: 0.24
  cts_max_path_buffers: 2
  cts.sinks: 16
  cts-buffers-inserted: 3
  cts_root_buffer: "clkbuf_8"
job:
  drv_cap: 0
  tool_warnings: 25
drt:
  drc: 0
  drt-total-wl_um: 1778
  dr.pass1.iters: 3
  num_vias: 497
  ant_nets: 0
  first_iter_violations: 5
  routedWlPerCell_um: 10.71
  vias_per_cell: 2.994
  antenna_cells: 0
cells_and_area:
  drive_above_1_share: 0.3191
  final_cells: 166
  area_delta_synth_final_pct: 72.69
  lay_top_cells: "nand2_1, mux2i_1, dfxtp_2"
  regArea_um2: 340.3
  fin_util: 0.1949
  largest_reg_flops: 16
  logic_area_um2: 284.0
  fillerInstances: 605
grt:
  grt_pass1_vias: 566
  grt-ovfl-total: 0
  grt_max_degree: 15
  grt_pass1_wl_um: 3029
  grt_usage: 0.03935
  antenna_found_initial: 0
placement:
  dpl.cell_count: 161
  post-dp-hpwl_um: 1469
  portBuffers: 27
  place_ws_ns: -0.3314
  gp_congestion: 0.6791
power_and_ir_drop:
  leakagePower_nw: 0.4563
  p_total_mw: 1.472
  max-vdd-ir-drop_v: 0.0004211
  power_density_nw_per_um2: 1339
status:
  status: "finished clean"
floorplan:
  io_pins: 28
  fp_util: 0.1129
  die_h_um: 97
  rows: 27
  die_area_um2: 9409
  die_x_um: 97
  core_um2: 5642
==> metal layers <==
metal | vias to the layer above | share of wire | track usage
met5 | - | 0 | 0
met4 | 0 | 0 | 0.003382
met3 | 0 | 0.11 | 0.02364
met2 | 15 | 0.44 | 0.06033
met1 | 219 | 0.45 | 0.04788
li1 | 263 | - | -
==> synth_stat cells, drive strengths merged <==
cell type / number
mux2i: 16
nand2: 16
nor2b: 9
buf: 3
clkbuf: 1
dfxtp: 16
==> final cells by class <==
cell class,instances,share of cell area
repair buffers,33,0.3003
flip-flops and latches,16,0.3094
multi-input cells,41,0.2582
clock buffers,4,0.05006
well taps,72,0.08191
==> where the power goes <==
group,leakage (nW),switching (mW),internal [mW],total (mW)
clock network,0.0288,0.213,0.349,0.562
logic,0.290,0.0724,0.141,0.213
registers,0.138,0.0172,0.680,0.697
total,0.456,0.303,1.17,1.47
==> logic make-up after synthesis <==
family	Yosys count	share of synthesized area
buffers and inverters	4	0.05106
flip-flops	16	0.5030
multiplexers	16	0.2515
AND/OR/NAND/NOR	25	0.1945
==> timing repair <==
| item | CTS | global route |
|---|---|---|
| gates resized | 49 | 5 |
| setup endpoints to repair | 25 | 8 |
| buffers inserted | 1 | 0 |
| cloned | 0 | 0 |
| hold buffers | 0 | 0 |
==> worst min-delay path by stage <==
stage | start | endpoint | slack [ns]
5_1_grt | valueOut[7]$_SDFFE_PN0P_ | valueOut[7]$_SDFFE_PN0P_ | 0.48
4_1_cts | valueOut[1]$_SDFFE_PN0P_ | valueOut[1]$_SDFFE_PN0P_ | 0.45
6_report | setLow | valueOut[7]$_SDFFE_PN0P_ | 0.44
==> through the flow <==
step	cell area (µm²)	setup TNS, ns
4_1_cts	1111	0
3_3_place_gp	1027	-4.195
6_report	1100	0
2_1_floorplan	636.9	0
5_1_grt	1100	0
3_5_place_dp	1027	-4.387
No activity file was given, so power comes from the tool's default toggle rates.
