**flow/design.v**
```verilog
module gp_registers (
        input clock,
        input reset,  
        input reg_write,  
        input reg_read, 
        input[2:0] input_select,  
        input[2:0] output_select,  
        input[2:0] alu_output_select,  
        inout[15:0] data_bus,  
        output[15:0] alu_output_value  
        );
    reg[15:0] register_data[7:0];  
    wire[15:0] output_value;  
    integer i;  
    always@(posedge clock) begin
        if(reset == 1'b1) begin
            for(i = 0; i < 8; i = i+1) begin
                register_data[i] <= 16'd0;
            end
        end
        if(reg_write == 1'b1) begin
            register_data[input_select] <= data_bus;
        end
    end  
    assign output_value = register_data[output_select];
    assign data_bus = reg_read ? output_value : 16'hzz;
    assign alu_output_value = register_data[alu_output_select];
endmodule
```
**flow/run.sh**
```bash
#!/bin/bash
# OpenROAD 26Q1-2900-gdf79404cd8, Yosys 0.63+post, stock flow scripts
make -C /OpenROAD-flow-scripts/flow DESIGN_CONFIG=/design/flow/config.mk WORK_HOME=/design/flow/orfs finish
```
**flow/constraint.sdc**
```tcl
current_design gp_registers

set clk_period 2.8
set clk_io_pct 0.2

create_clock -name clk0 -period $clk_period [get_ports {clock}]

set non_clock_inputs [all_inputs -no_clocks]
set_input_delay [expr $clk_period * $clk_io_pct] -clock clk0 $non_clock_inputs
set_output_delay [expr $clk_period * $clk_io_pct] -clock clk0 [all_outputs]
```
**flow/config.mk**
```make
export PLATFORM = sky130hd
export DESIGN_NAME = gp_registers
export DESIGN_NICKNAME = gp_registers
export VERILOG_FILES = /design/flow/design.v
export SDC_FILE = /design/flow/constraint.sdc
export NUM_CORES = 4
export LEC_CHECK = 1
export CORE_UTILIZATION = 50
```
==> results.json <==
{
  "globalplace.congestion": 0.835,
  "ant_nets": 0,
  "p_per_area_nw_per_um2": 590,
  "area_leaders": "edfxtp_1 (55%), mux2_2 (13%), mux4_1 (11%)",
  "final-setup-viol-count": 0,
  "hp-start": "register_data[7][15]",
  "slowest_stage": "mux4_1",
  "cts_tree": "done",
  "end_kind": "output port",
  "critPathTopFamily": "multiplexers",
  "tool_warnings": 26,
  "postCtsHoldBufs": 0,
  "top_register": "register_data",
  "grt_pass1_vias": 4933,
  "grt_start_max_net_pins": 65,
  "netlist_instances": 471,
  "crit_chain": "buf_4 -> buf_6 -> mux4_1 -> mux2_2 -> clkdlybuf4s50_1",
  "clock_latency_ns": 0.42,
  "fmax_mhz": 365,
  "final.min_clock_period_ns": 2.74,
  "viasPerCell": 6.23,
  "yosys.area.top_type_share": 0.550,
  "drtIter0Drc": 313,
  "fp-utilization": 0.520,
  "rr_endpoint": "register_data[6][6]",
  "worst_pin_slew_ns": 0.750,
  "mostFrequentLayoutCells": "nor3_1 (128), edfxtp_1 (128), mux2_2 (80), buf_4 (64), o22ai_2 (32)",
  "top_regs": "register_data x128",
  "final_layout_size_suffix_gt1_frac": 0.375,
  "ios": 45,
  "yosys_warnings": 2,
  "numCtsBuffers": 17,
  "hpwl_mm": 11.5,
  "grt_util_all_layers": 0.295,
  "finalClockPeriodUsage": 0.979,
  "cts_setup_buffers": 0,
  "regToRegSetupSlack_ns": 1.38,
  "htree_levels": 4,
  "die_width_um": 120,
  "grt_pass1_wl_mm": 28.1,
  "drtPass1Iterations": 5,
  "die_y_um": 120,
  "rsz0062_at_grt": "no",
  "crit_type": "primary input to output port",
  "ys_types": 21,
  "netlist_area_um2": 6990,
  "cap_violations": 0,
  "peakVddDrop_uv": 373,
  "max_stage_delay_ns": 0.58,
  "hold_ws_ns": 0.972,
  "wl_mm": 18.7,
  "clock_path_buffers": 2,
  "syn_to_final_growth_pct": 22.0,
  "rows": 42,
  "cp_max_fo": 7,
  "hp-class": "flip-flop to flip-flop",
  "status": "finished clean",
  "via_count": 4672,
  "largest_reg_flops": 128,
  "chip_area_um2": 14500,
  "crit_arrival_ns": 2.18,
  "yosysCellCount": 471,
  "clock_skew_ns": 0.00768,
  "syn_avg_cell_area_um2": 14.8,
  "min_to": "register_data[0][15]",
  "clk_pin_slew_ns": 0.05,
  "post_drt_wl_per_cell_um": 25.0,
  "top_area_cell": "edfxtp_1",
  "r2r_start": "register_data[2][6]",
  "holdPathStages": 4,
  "path_buffers": 3,
  "core_area_um2": 13500,
  "antenna_found_initial": 0,
  "drc": 0,
  "rr_worst_depth": 4,
  "maxSlewViolCount": 0,
  "cts-root-buf": "clkbuf_16",
  "hold_violations": 0,
  "p_leak_nw": 3.23,
  "antenna_cells": 0,
  "port_buffers": 27,
  "synth-seq-cells": 128,
  "synth_seq_share": 0.550,
  "critPathRequiredTime_ns": 2.24,
  "clock-sinks": 128,
  "max_slew_margin": 0.500,
  "cp-start-kind": "primary input",
  "power_w": 0.00504,
  "gr-total-overflow": 0,
  "synth-area-yosys_um2": 6990
}
-- metal layers --
| metal | wire length (um) | up-vias | global-route usage |
|---|---|---|---|
| met1 | 7250 | 2268 | 0.426 |
| met2 | 9060 | 238 | 0.446 |
| li1 | - | 2139 | - |
| met3 | 2150 | 27 | 0.145 |
| met5 | 0 | - | 0.00735 |
| met4 | 277 | 0 | 0.0509 |
-- Yosys cell counts (all sizes together) --
cell / number
edfxtp: 128
o22ai: 32
nor3: 128
mux2: 80
nand4: 1
and2b: 1
nand2b: 10
nor2: 17
buf: 20
nand3: 4
nor2b: 2
nand2: 4
mux4: 32
clkbuf: 11
or2: 1
-- power by group --
part | switching [W] | internal [W] | total (W)
Combinational | 0.000384 | 0.000379 | 0.000762
Clock | 0.000740 | 0.00128 | 0.00202
Sequential | 0.0000404 | 0.00222 | 0.00226
Total | 0.00116 | 0.00387 | 0.00504
-- area by class of cell --
class	count	area, um2
Clock buffer	20	437
Clock inverter	12	98.8
Fill cell	1018	4920
Multi-Input combinational cell	312	2960
Sequential cell	128	3840
Tap cell	176	220
Timing Repair Buffer	102	971
-- stage by stage --
stage	util	std cells	setup TNS (ns)	setup slack, ns	area [um2]
2_1_floorplan	-	471	0	0.661	6990
3_3_place_gp	0.590	716	-1.01	-0.0963	7930
3_5_place_dp	0.590	716	-0.929	-0.0853	7930
4_1_cts	0.632	749	0	0.0226	8510
5_1_grt	0.634	750	0	0.00809	8530
6_report	0.634	750	0	0.0594	8530
-- logic make-up (layout without fill, tap and decap cells) --
kind of cell,Yosys count,count (layout),synth area share
flops,128,128,0.550
mux,112,112,0.247
compound gates,32,32,0.0572
buf+inv,31,134,0.0270
simple gates,168,168,0.119
-- worst reg2reg max path, stage by stage (launching register included) --
cell,delay (ns)
edfxtp_1,0.38
mux2_2,0.28
o22ai_2,0.22
buf_4,0.21
nor3_1,0.06
-- repair_timing --
item / 4_1_cts / 5_1_grt
cloned: 1 / 1
endpoints found under the setup margin: 16 / 6
gates resized: 3 / 4
-- how the worst max path moves through the flow --
stage / to / startpoint / cells past startpoint / slack, ns
global route: alu_output_value[5] / alu_output_select[0] / 5 / 0.008
finish: alu_output_value[12] / alu_output_select[0] / 5 / 0.06
CTS: alu_output_value[10] / alu_output_select[1] / 5 / 0.02
Power is estimated from default activity; no workload was simulated.
