--- /design/flow/run.sh ---
#!/bin/bash
# OpenROAD 26Q1-2900-gdf79404cd8, Yosys 0.63+post, stock flow scripts
make -C /OpenROAD-flow-scripts/flow DESIGN_CONFIG=/design/flow/config.mk WORK_HOME=/design/flow/orfs finish
--- /design/flow/config.mk ---
export PLATFORM = sky130hd
export DESIGN_NAME = alu_latch
export DESIGN_NICKNAME = alu_latch
export VERILOG_FILES = /design/flow/design.v
export SDC_FILE = /design/flow/constraint.sdc
export NUM_CORES = 4
export LEC_CHECK = 1
export CORE_AREA = 10 10 89 89
export DIE_AREA = 0 0 99 99
--- /design/flow/constraint.sdc ---
current_design alu_latch

set clk_period 1.5
set clk_io_pct 0.2

create_clock -name clk0 -period $clk_period [get_ports {clock}]

set non_clock_inputs [all_inputs -no_clocks]
set_input_delay [expr $clk_period * $clk_io_pct] -clock clk0 $non_clock_inputs
set_output_delay [expr $clk_period * $clk_io_pct] -clock clk0 [all_outputs]
--- /design/flow/design.v ---
module alu_latch(
	input clock,
	input reset,
	input[15:0] alu_result,  
	input[3:0] flags,  
	input ALU_latch_in,  
	input ALU_latch_out,
	output reg[15:0] out,
	output reg[3:0] flags_out
);
	reg[15:0] value;  
	always @(posedge clock) begin
		if(reset == 1'b1) begin
			value <= 16'b0;
		end
		if(ALU_latch_in == 1'b1) begin  
			value <= alu_result;
			flags_out <= flags;
		end
		if(ALU_latch_out) begin 
			out <= value;
		end else begin
			out <= 16'hzz;
		end
	end  
endmodule
==> ci_impl_report.md <==
### Flow metrics

| Metric | Value |
|---|---|
| I/O pin cnt | `44` |
| Largest net degree at the start of global routing | `21` |
| Crit-path leading delay family | `buffers and inverters` |
| Levels on crit path | `1` |
| Internal Pwr Total | `1.77 mW` |
| Setup Crit Path Kind | `flip-flop to output port` |
| Fraction of layout cells with a size suffix above 1 | `0.219` |
| Fill cell count | `582` |
| Num Clock Sinks | `36` |
| Part of the total power dissipated in the clock network | `0.377` |
| Sequential share of power | `0.538` |
| Post-CTS sizing | `0` |
| Routed via count | `573` |
| Clock transition at path regs | `70 ps` |
| Post-detailed-placement cell area | `0.00158 mm^2` |
| Post-route cell area | `0.00170 mm^2` |
| Area fraction of the dominant cell type after synthesis | `0.570` |
| Kind of launch point of the worst setup path | `flip-flop` |
| Final count of pins violating max slew | `0` |
| Worst path bufs/invs | `1` |
| Final ANT Viol Nets | `0` |
| Class of the most critical hold timing path | `flip-flop to flip-flop` |
| Die y size | `99 um` |
| Gate Count Post-Synth | `54` |
| Clock tree buffer depth | `2` |
| Area reported by Yosys stat | `0.00105 mm^2` |
| Hold-fix buffers, CTS | `0` |
| Final worst slack | `124 ps` |
| Endpoint of the worst-slack reg-to-reg timing path | `out[15]` |
| Horizontal extent of the die | `99 um` |
| Maximum frequency from static timing analysis | `727 MHz` |
| Run status | `finished, final reports clean` |
| Core Density at Floorplan | `0.176` |
| Final TNS setup | `0 ps` |
| Antenna violations before repair | `0` |
| Later-pin clock latency in the skew report | `270 ps` |
| Core area | `0.00599 mm^2` |
| Worst hold path cell count | `0` |
| Arithmetic-cell share of the synthesized area counting full adders, half adders and majority gates | `0` |
| Area of combinational cells with multiple inputs | `121 um^2` |
| Netlist Area Pre-Place | `0.00105 mm^2` |
| Switching power | `0.372 mW` |
| Crit-path slowest cell | `clkdlybuf4s50_1` |
| Total wirelength of the detailed-routed design | `2090 um` |
| Vias in the first global route | `632` |
| Violation count after the first detailed-route iteration | `5` |
| Final hold viol count | `0` |
| Routed wire per std cell | `11.6 um` |
| Xor+xnor area frac | `0` |
| Final worst hold slack | `339 ps` |
| Remaining global-route overflow | `0` |
| Reg-to-reg critical path startpoint | `value[15]` |
| Synth-to-layout area growth | `60.9%` |
| Final core area utilization | `0.283` |
| Number of buffers added on ports | `42` |
| RSZ-0062 raised after global routing | `no` |
| Clock tree from TritonCTS | `done` |
| Final Instance Count excl. Fillers | `180` |
| CTS Buf Count | `5` |
| Start point of the critical path | `flags_out[3]` |
| Distinct cell type count of the synthesized netlist | `6` |
| Drt via density | `3.18` |
| Maximum cell stage delay along the critical path | `470 ps` |
| Flops out of synthesis | `36` |
| Share of the yosys chip area belonging to registers | `0.874` |
| Placed cell count | `172` |
| All-Layer GR Usage | `0.0431` |
| Leakage power | `0.628 nW` |
| Sum of internal, switching and leakage power | `2.14 mW` |
| Worst clock skew | `1.71 ps` |
| R2r worst-path depth | `0` |
| Yosys warnings | `2` |
| Avg Synthesized Cell Area | `19.5 um^2` |
| Critical Path Sink | `flags_out[3]` |
| Count of maximum capacitance violations | `0` |
| Synth area leader | `edfxtp_1` |
| Minimum clock period | `1380 ps` |
| Diode count | `0` |
| Cell count listed in synth_stat.txt | `54` |
| AO/OA Area Share | `0` |
| H-tree Lvls | `2` |
| Main combinational cell family by area after synthesis | `simple AND/OR/NAND/NOR gates` |
| Remaining design rule violation count | `0` |
| # setup viols final | `0` |
| Slew margin rel. | `0.888` |
| Top cells by area | `edfxtp_1 (57%), dfxtp_1 (30%), and2_2 (8.6%)` |
| Cell area power density | `1260 mW/mm^2` |
| Least-Margin Pin Slew | `168 ps` |
| Highest fanout seen on the critical path | `1` |
| Worst endpoint required time | `1200 ps` |
| Full die area | `0.00980 mm^2` |
| Routability congestion estimate from global placement | `0.719` |
| Multiplexer fraction of the synthesized cell area | `0` |
| Critical-path cell list | `clkdlybuf4s50_1` |
| Area fraction in and, or, nand and nor cells | `0.115` |
| Log Warnings | `26` |
| Clk root buf | `clkbuf_8` |
| Core Rows | `28` |
| First-pass GRT wire length | `3200 um` |
| Drt first pass iters | `2` |
| Worst-case register-to-register setup slack | `1010 ps` |
| Data arrival time of the critical path | `1080 ps` |
| Nature of the critical path endpoint | `output port` |
| Peak VDD IR | `0.000629 V` |
| Pre-CTS setup slack | `39.6 ps` |
| Sw Share | `0.174` |
| Final clock period utilization by the worst path | `0.917` |
| Area taken by flip-flops and latches | `921 um^2` |
| Post-CTS Repair Setup Buffers | `0` |
| Combinational fraction of design power | `0.085` |
## logic make-up (layout without fill, tap and decap cells)
group,after synthesis,after routing
DFF,36,36
and+or+nand+nor,17,17
buffers and inverters,1,52
## worst min-delay path by stage
stage / from / to
after CTS: value[5] / out[5]
after global routing: value[9] / out[9]
final: value[5] / out[5]
## power by group through the flow
stage,clock (mW),combinational (mW),sequential (mW)
4_1_cts,0.836,0.190,1.16
5_1_grt,0.889,0.200,1.16
6_report,0.807,0.182,1.15
## registers in the layout (all words and copies together), names as in the netlist
name       cells
out           16
flags_out      4
value         16
## Yosys cell counts
library cell and n:
dfxtp_1 16, or2_2 1, and2_2 12, edfxtp_1 20, buf_6 1, and2_1 4
## area by class of cell
cell class                 count  share of cell area
sequential                    36               0.543
clock buffer                   5              0.0406
timing repair buffer          44               0.264
clock inverter                 3              0.0251
tap                           75              0.0554
multi-input combinational     17              0.0716
## cells in the final DEF, fill, tap and decap left out
cell type	instances
clkdlybuf4s50_1	42
edfxtp_1	20
dfxtp_1	16
and2_2	12
clkbuf_8	5
and2_1	4
or2_2	1
clkinv_2	1
clkinvlp_4	1
bufinv_16	1
buf_12	1
buf_4	1
## metal layers
metal  up-vias  GRT usage  part of all wire
li1        281          -                 -
met1       268     0.0393              0.36
met2        24     0.0777              0.54
met3         0     0.0310              0.10
met4         0    0.00441                 0
met5         -          0                 0
Power figures rest on the tool's default switching activity, not on a simulated workload.
